$ cat /design/flow/config.mk
export PLATFORM = sky130hd
export DESIGN_NAME = async_fifo1
export DESIGN_NICKNAME = async_fifo1
export VERILOG_FILES = /design/flow/design.v
export SDC_FILE = /design/flow/constraint.sdc
export NUM_CORES = 4
export LEC_CHECK = 1
export CORE_UTILIZATION = 40
$ cat /design/flow/constraint.sdc
current_design async_fifo1

set clk_period 4.5
set clk_io_pct 0.2

create_clock -name clk0 -period $clk_period [get_ports {rclk}]
create_clock -name clk1 -period $clk_period [get_ports {wclk}]

set non_clock_inputs [all_inputs -no_clocks]
set_input_delay [expr $clk_period * $clk_io_pct] -clock clk0 $non_clock_inputs
set_output_delay [expr $clk_period * $clk_io_pct] -clock clk0 [all_outputs]
$ cat /design/flow/design.v
module async_fifo1
#(
  parameter DSIZE = 8,
  parameter ASIZE = 4
 )
(
  input   winc, wclk, wrst_n, 
  input   rinc, rclk, rrst_n, 
  input   [DSIZE-1:0] wdata,
  output  [DSIZE-1:0] rdata,
  output  wfull,
  output  rempty
);
  wire [ASIZE-1:0] waddr, raddr;
  wire [ASIZE:0] wptr, rptr, wq2_rptr, rq2_wptr;
  sync_r2w sync_r2w (.*);
  sync_w2r sync_w2r (.*);
  fifomem #(DSIZE, ASIZE) fifomem (.*);
  rptr_empty #(ASIZE) rptr_empty (.*);
  wptr_full #(ASIZE) wptr_full (.*);
endmodule
module fifomem
#(
  parameter DATASIZE = 8,  
  parameter ADDRSIZE = 4   
)
(
  input   winc, wfull, wclk,
  input   [ADDRSIZE-1:0] waddr, raddr,
  input   [DATASIZE-1:0] wdata,
  output  [DATASIZE-1:0] rdata
);
  localparam DEPTH = 1<<ADDRSIZE; 
  logic [DATASIZE-1:0] mem [0:DEPTH-1];
  assign rdata = mem[raddr];
  always_ff @(posedge wclk)
    if (winc && !wfull)
      mem[waddr] <= wdata;
endmodule
module rptr_empty
#(
  parameter ADDRSIZE = 4
)
(
  input   rinc, rclk, rrst_n,
  input   [ADDRSIZE :0] rq2_wptr,
  output reg  rempty,
  output  [ADDRSIZE-1:0] raddr,
  output reg [ADDRSIZE :0] rptr
);
  reg [ADDRSIZE:0] rbin;
  wire [ADDRSIZE:0] rgraynext, rbinnext;
  always_ff @(posedge rclk or negedge rrst_n)
    if (!rrst_n)
      {rbin, rptr} <= '0;
    else
      {rbin, rptr} <= {rbinnext, rgraynext};
  assign raddr = rbin[ADDRSIZE-1:0];
  assign rbinnext = rbin + (rinc & ~rempty);
  assign rgraynext = (rbinnext>>1) ^ rbinnext;
  assign rempty_val = (rgraynext == rq2_wptr);
  always_ff @(posedge rclk or negedge rrst_n)
    if (!rrst_n)
      rempty <= 1'b1;
    else
      rempty <= rempty_val;
endmodule
module sync_r2w
#(
  parameter ADDRSIZE = 4
)
(
  input   wclk, wrst_n,
  input   [ADDRSIZE:0] rptr,
  output reg  [ADDRSIZE:0] wq2_rptr 
);
  reg [ADDRSIZE:0] wq1_rptr;
  always_ff @(posedge wclk or negedge wrst_n)
    if (!wrst_n) {wq2_rptr,wq1_rptr} <= 0;
    else {wq2_rptr,wq1_rptr} <= {wq1_rptr,rptr};
endmodule
module sync_w2r
#(
  parameter ADDRSIZE = 4
)
(
  input   rclk, rrst_n,
  input   [ADDRSIZE:0] wptr,
  output reg [ADDRSIZE:0] rq2_wptr
);
  reg [ADDRSIZE:0] rq1_wptr;
  always_ff @(posedge rclk or negedge rrst_n)
    if (!rrst_n)
      {rq2_wptr,rq1_wptr} <= 0;
    else
      {rq2_wptr,rq1_wptr} <= {rq1_wptr,wptr};
endmodule
module wptr_full
#(
  parameter ADDRSIZE = 4
)
(
  input   winc, wclk, wrst_n,
  input   [ADDRSIZE :0] wq2_rptr,
  output reg  wfull,
  output  [ADDRSIZE-1:0] waddr,
  output reg [ADDRSIZE :0] wptr
);
   reg [ADDRSIZE:0] wbin;
  wire [ADDRSIZE:0] wgraynext, wbinnext;
  always_ff @(posedge wclk or negedge wrst_n)
    if (!wrst_n)
      {wbin, wptr} <= '0;
    else
      {wbin, wptr} <= {wbinnext, wgraynext};
  assign waddr = wbin[ADDRSIZE-1:0];
  assign wbinnext = wbin + (winc & ~wfull);
  assign wgraynext = (wbinnext>>1) ^ wbinnext;
  assign wfull_val = (wgraynext=={~wq2_rptr[ADDRSIZE:ADDRSIZE-1], wq2_rptr[ADDRSIZE-2:0]});
  always_ff @(posedge wclk or negedge wrst_n)
    if (!wrst_n)
      wfull <= 1'b0;
    else
      wfull <= wfull_val;
endmodule
$ cat /design/flow/run.sh
#!/bin/bash
# OpenROAD 26Q1-2900-gdf79404cd8, Yosys 0.63+post, stock flow scripts
make -C /OpenROAD-flow-scripts/flow DESIGN_CONFIG=/design/flow/config.mk WORK_HOME=/design/flow/orfs finish
==> results.json <==
{
  "synth-adder-area-share_pct": 0.787,
  "synth-edff-count": 128,
  "first_global_vias": 3287,
  "rr_worst_depth": 6,
  "cap_viol_max_count": 0,
  "worst_pin_slew_ns": 0.921,
  "fin_area_um2": 7600,
  "hpwlAfterDp_mm": 7.41,
  "synth.largest_area_cell": "edfxtp_1",
  "cts_resized": 0,
  "clock-sinks": 168,
  "syn_area_um2": 6360,
  "slew_violations": 0,
  "ys_warn_count": 7,
  "drive_gt1_share_pct": 22.0,
  "worstPathRequired_ns": 3.60,
  "route.detailed.drc": 0,
  "mux_area_share_pct": 11.3,
  "grt_use_total_pct": 16.8,
  "hold_viol": 0,
  "yosys_cells": 322,
  "cts_hold_buf": 0,
  "warnings": 26,
  "synthArstFlopShare_pct": 23.8,
  "dr.pass1.iters": 4,
  "ys_sh_aoi_pct": 2.38,
  "row_count": 45,
  "rr_endpoint": "rptr_empty.rempty$_DFF_PN1_",
  "grt_start_max_net_pins": 36,
  "drt-total-wl_mm": 11.7,
  "ir_worst_vdd_uv": 518,
  "ys_seq_share_pct": 76.2,
  "worstSetupStartpoint": "rptr_empty.rbin[0]$_DFF_PN0_",
  "grt_use_met1_pct": 23.4,
  "core_um2": 15400,
  "dieWidth_um": 128,
  "cellLeakagePower_nw": 2.64,
  "critical_path_class": "flip-flop to primary output",
  "postCtsSetupRepairBufs": 0,
  "io_buffers": 22,
  "diodes": 0,
  "ant_nets": 0,
  "antenna_found_initial": 0,
  "worstPathArrival_ns": 2.58,
  "grt_pass1_wl_mm": 18.4,
  "ys_ff": 168,
  "xor_area_share_pct": 4.01,
  "common_cells": "edfxtp_1, dfrtp_1, mux4_2",
  "drt_iter0_markers": 210,
  "wl_per_cell_um": 19.8,
  "status": "complete, no violations",
  "cts_tree": "done",
  "path_clk_slew_ns": 0.06,
  "ys.flop_type": "edfxtp_1",
  "tns_ns": 0,
  "rsz0062_at_grt": "false",
  "syn_inst": 322,
  "grtUsageMet2_pct": 25.5,
  "max_slew_margin_pct": 38.4,
  "ys_sh_simple_pct": 3.89,
  "overflow": 0,
  "setup_viol": 0,
  "top_cell_area_share_pct": 60.4,
  "r2r_start": "rptr_empty.rbin[0]$_DFF_PN0_",
  "die-area_um2": 16400,
  "r2r_slack_ns": 2.02,
  "top_cells_by_area": "edfxtp_1, dfrtp_1, mux4_2",
  "met3_usage_pct": 9.27,
  "end_kind": "primary output",
  "p_per_area_nw_per_um2": 701,
  "synthTopLogicFamily": "multiplexers",
  "vias": 2998,
  "areaGrowthSynthToFinish_pct": 19.5,
  "top_usage_layer": "met2",
  "yosys_area_um2": 6360,
  "fp_util_pct": 41.4,
  "avgSynthCellArea_um2": 19.8,
  "path_max_fanout": 17,
  "top_cell": "edfxtp_1",
  "io_pins": 24,
  "via_per_inst": 5.10,
  "synth.distinct_cells": 28,
  "dpl_cell_area_um2": 6880,
  "gp_congestion": 0.776,
  "start_kind": "flip-flop",
  "crit_path_end": "rdata[3]",
  "clock_skew_ns": 0.00532,
  "min_path_type": "flip-flop to flip-flop",
  "die_height_um": 128
}
-- state kept, by name, indices dropped and copies added (netlist names) --
register / cells
rptr_empty.rptr: 5
wptr_full.wbin: 4
sync_w2r.rq1_wptr: 5
wptr_full.wfull: 1
sync_r2w.wq2_rptr: 5
rptr_empty.rbin: 4
wptr_full.wptr: 5
sync_w2r.rq2_wptr: 5
sync_r2w.wq1_rptr: 5
rptr_empty.rempty: 1
fifomem.mem: 128
-- per-layer routing --
layer  vias to the layer above  share of wire [%]  wire, µm
met2                       131                 49      5670
met4                         2                1.4       164
li1                       1341                  -         -
met5                         -               0.33        38
met1                      1507                 39      4610
met3                        17                 10      1200
-- area by class of cell --
type                    count  area (µm²)
inverters                   6        22.5
clock buffers              21         514
flip-flops and latches    168        4850
clock inverters            15         203
well taps                 211         264
fillers                  1225        7770
multi-input cells         133        1430
repair buffers             34         323
-- logic make-up (layout without fill, tap and decap cells) --
logic type | after synthesis | after routing
XOR/XNOR | 25 | 25
AND/OR/NAND/NOR | 53 | 53
flip-flops | 168 | 168
multiplexers | 32 | 32
adder cells (fa/ha/maj) | 4 | 4
buffers and inverters | 21 | 76
AND-OR/OR-AND | 19 | 19
-- stage by stage --
stage | total power, mW | std cells | hold slack [ns] | setup slack (ns) | utilization (%)
floorplan | 3.16 | 322 | 0.331 | 1.97 | -
global placement | 3.69 | 552 | 0.334 | 1.23 | 44.8
detailed placement | 3.70 | 552 | 0.336 | 1.22 | 44.8
CTS | 5.39 | 588 | 0.188 | 0.952 | 49.4
global route | 5.62 | 588 | 0.210 | 0.863 | 49.4
finish | 5.33 | 588 | 0.204 | 1.02 | 49.4
-- cells in the final DEF, fill, tap and decap left out, types with 2 or more instances in the layout --
cell type	instances
buf_4	11
a22oi_1	16
inv_6	3
nand2_1	13
bufinv_16	4
xor2_1	13
dfrtp_1	38
clkinv_2	2
clkbuf_16	20
ha_1	4
clkdlybuf4s50_1	22
clkinvlp_4	3
edfxtp_1	128
nor2_1	15
inv_1	6
xnor2_1	9
mux4_2	32
nand3_1	8
nor3_1	4
nand2b_1	3
or3_1	5
nor2b_1	2
-- critical path, stage by stage (launching register included) --
cell	delay [ns]
dfrtp_2	0.74
buf_12	0.27
mux4_2	0.54
a22oi_1	0.26
nand2_1	0.10
clkdlybuf4s50_1	0.42
-- worst min path at each step --
stage	start	slack (ns)	endpoint	cells after the start
after global routing	rptr_empty.rptr[2]$_DFF_PN0_	0.21	sync_r2w.wq1_rptr[2]$_DFF_PN0_	0
final	rptr_empty.rptr[2]$_DFF_PN0_	0.20	sync_r2w.wq1_rptr[2]$_DFF_PN0_	0
after CTS	rptr_empty.rptr[2]$_DFF_PN0_	0.19	sync_r2w.wq1_rptr[2]$_DFF_PN0_	0
-- report_power, final --
group          switching (mW)  total, mW  leakage, nW  internal [mW]
combinational           0.718       1.48        0.672          0.761
sequential              0.194       2.19         1.63           1.99
clock                   0.594       1.66        0.344           1.07
total                    1.51       5.33         2.64           3.82
Power and IR drop assume default switching activity.
